==> flow/design.v <==
module Handshake_syn #(parameter WIDTH=8) (
    sclk,
    dclk,
    rst_n,
    sready,
    din,
    dbusy,
    sidle,
    dvalid,
    dout,
    flag_handshake_to_clk1,
    flag_clk1_to_handshake,
    flag_handshake_to_clk2,
    flag_clk2_to_handshake
);
input sclk, dclk;
input rst_n;
input sready;
input [WIDTH-1:0] din;
input dbusy;
output reg sidle;
output reg dvalid;
output reg [WIDTH-1:0] dout;
output reg flag_handshake_to_clk1;
input flag_clk1_to_handshake;
output flag_handshake_to_clk2;
input flag_clk2_to_handshake;
reg sreq;
wire dreq;
reg dack;
wire sack;
reg [WIDTH-1:0] data;
always @ (posedge sclk or negedge rst_n) begin  
	if (!rst_n) begin
        data <= 0;
    end
	else if (sready == 1) begin
        data <= din;
    end 
    else begin
        data <= data;
    end
end
always @ (posedge sclk or negedge rst_n) begin  
	if (!rst_n) begin
        sreq <= 0;
    end
    else if (sack == 1) sreq <= 0;
	else if (sready == 1) sreq <= 1;
    else sreq <= sreq;
end
always @(*) begin
    sidle = !(sreq || sack || sready);
end
NDFF_syn dff_s2d (.D(sreq), .Q(dreq), .clk(dclk), .rst_n(rst_n));
always @ (posedge dclk or negedge rst_n) begin  
	if (!rst_n) begin
        dack <= 0;
    end
    else if (dreq == 1 && !dbusy) dack <= 1;
    else dack <= 0;
end
always @(posedge dclk or negedge rst_n)begin
    if(!rst_n) begin
        dvalid <= 0;
    end
    else begin
        dvalid <= (dreq && !dbusy) ? 1 : 0;
    end
end
always @(posedge dclk or negedge rst_n)begin
    if(!rst_n) begin
        dout <= 0;
    end
    else begin
        dout <= (dreq && !dbusy) ? data : dout;
    end
end
NDFF_syn dff_d2s (.D(dack), .Q(sack), .clk(sclk), .rst_n(rst_n));
endmodule
module NDFF_syn(D, Q, clk, rst_n);
input D;
input clk;
input rst_n;  
output Q;
reg A1,A2;
assign Q = A2;
always @(posedge clk or negedge rst_n)
begin
    if(!rst_n)
        A1 <= 0;
    else
        A1 <= D;  
end
always @(posedge clk or negedge rst_n)
begin
    if(!rst_n)
        A2 <= 0;
    else
        A2 <= A1;  
end
endmodule
==> flow/run.sh <==
#!/bin/bash
# OpenROAD 26Q1-2900-gdf79404cd8, Yosys 0.63+post, stock flow scripts
make -C /OpenROAD-flow-scripts/flow DESIGN_CONFIG=/design/flow/config.mk WORK_HOME=/design/flow/orfs finish
==> flow/config.mk <==
export PLATFORM = sky130hd
export DESIGN_NAME = Handshake_syn
export DESIGN_NICKNAME = Handshake_syn
export VERILOG_FILES = /design/flow/design.v
export SDC_FILE = /design/flow/constraint.sdc
export NUM_CORES = 4
export LEC_CHECK = 1
export CORE_AREA = 10 10 78 78
export DIE_AREA = 0 0 88 88
==> flow/constraint.sdc <==
current_design Handshake_syn

set clk_period 2.5
set clk_io_pct 0.2

create_clock -name clk0 -period $clk_period [get_ports {dclk}]
create_clock -name clk1 -period $clk_period [get_ports {sclk}]

set non_clock_inputs [all_inputs -no_clocks]
set_input_delay [expr $clk_period * $clk_io_pct] -clock clk0 $non_clock_inputs
set_output_delay [expr $clk_period * $clk_io_pct] -clock clk0 [all_outputs]
==> results.ini <==
[run_status]
status = finished, final reports clean

[logic_synthesis]
yosys_cells = 47
syn_inst = 47
ys_area_um2 = 830.8
synth_warnings = 4
ys_types = 10
area_leaders = dfrtp_1 (66%), mux2_4 (14%), mux2_2 (11%), buf_12 (2.4%), buf_4 (1.8%)
syn_area_um2 = 830.8
synth_seq_share_pct = 66.27
largest_area_cell = dfrtp_1
numSynthFlops = 22
synth_top_area_share_pct = 66.27
syn_area_per_cell_um2 = 17.68

[global_routing]
grt_usage_pct = 5.035
antenna_found_initial = 0
grt_max_degree = 23
grt_pass1_wl_um = 2829
globalRouteOverflowTotal = 0
first_global_vias = 509

[finish]
layout.cells.most_common = dfrtp_1
final_area_um2 = 1175
drive_gt1_share_pct = 33.33
syn_to_final_growth_pct = 41.42
multi_input_comb_area_um2 = 244.0
fillerInstances = 443
flop_area_um2 = 550.5
final_cell_mix = dfrtp_1 (22), clkdlybuf4s50_1 (21), mux2_4 (8), mux2_2 (8), clkbuf_8 (6)

[die]
core_area_um2 = 4414
die_w_um = 88
fp.dieH_um = 88
chipArea_um2 = 7744
pin_count = 27
initCoreUtil_pct = 18.82
row_count = 24

[setup_path]
cp_cell_sequence = clkdlybuf4s50_1, nor3_1, clkdlybuf4s50_1
max_stage_delay_ns = 0.51
path_delay_family = buffers and inverters
critical_path.startpoint_type = input port
worstSetupPathType = input port to output port
cp.arrival_ns = 1.62
cp_slowest_cell = clkdlybuf4s50_1
cpMostUsedCell = clkdlybuf4s50_1
cp_max_fo = 2
path_buffers = 2
end_kind = output port
required_ns = 2.00

[clocking]
cts_sinks = 22
cts_resized = 0
cts_tree = done
cts.reportedPaths.clkPinSlew_ns = 0.05
cts_hold_buf = 0
postCtsSetupBuffers = 0

[final_timing]
fin_tns_setup_ns = 0
fin_skew_ns = 0.002904
rsz0062_at_grt = false
hold_viol_final = 0
worst_slack_ns = 0.3764
fin_hold_ws_ns = 0.3451
slew_viol_final = 0
setup_viol = 0

[routing]
viasPerCell = 3.441
drc = 0
vias = 437
dr.first_iter.drc_count = 19
antenna_cells = 0
dr.pass1.iters = 3
final_antenna_net_count = 0
routedWlPerCell_um = 12.92
wl_um = 1641

[power_and_ir_drop]
p_leak_nw = 0.5072
max-vdd-ir-drop_mv = 0.4169
p_per_area_nw_per_um2 = 832.4

[hold_path]
worstHoldPathType = flip-flop to flip-flop

[run]
drv_cap = 0
warnings = 28

[placed_design]
post-place-ws_ns = 0.3633
io_buffers = 21
gp_congestion = 0.7552
place_area_um2 = 1085
dp_hpwl_um = 1283

==> synthesized netlist by cell type, drive strengths merged <==
cell and count:
nor2b 1, buf 4, nor3 1, conb 1
nor2 2, dfrtp 22, mux2 16
==> layer usage <==
layer	GRT usage, %	up-vias	part of all wire (%)
met4	0.1449	0	0
met5	0	-	0
met2	6.944	20	45
met1	6.457	207	43
met3	3.929	0	13
li1	-	210	-
==> worst paths after layout <==
| check | cells past startpoint | slack, ns | start | end |
|---|---|---|---|---|
| max | 3 | 0.38 | sready | sidle |
| min | 0 | 0.35 | dff_s2d.A1 | dff_s2d.A2 |
| max reg2reg | 2 | 1.37 | dff_s2d.A2 | dout[0] |
| min reg2reg | 0 | 0.35 | dff_s2d.A1 | dff_s2d.A2 |
| max in group clk1 | 3 | 1.09 | sready | data[7] |
| max in group asynchronous | 2 | 1.67 | rst_n | dff_s2d.A1 |
| min in group clk1 | 0 | 0.35 | dff_d2s.A1 | dff_d2s.A2 |
| min in group asynchronous | 2 | 0.61 | rst_n | data[7] |
==> sequential cells by signal (all words and copies together) (netlist names) <==
register    count
dff_d2s.A2      1
dff_s2d.A1      1
dout            8
dff_d2s.A1      1
dff_s2d.A2      1
data            8
dvalid          1
sreq            1
==> report_power, final <==
| group | switching, W | leakage (nW) | internal, W | total [W] |
|---|---|---|---|---|
| sequential | 0.0000306 | 0.260 | 0.000416 | 0.000447 |
| combinational | 0.0000394 | 0.202 | 0.000141 | 0.000180 |
| clock | 0.000128 | 0.0455 | 0.000223 | 0.000351 |
| total | 0.000198 | 0.507 | 0.000780 | 0.000978 |
==> cells by family (layout without fill, tap and decap cells) <==
logic type / Yosys count / after routing / synth area share [%]
buffers and inverters: 4 / 31 / 4.818
AND/OR/NAND/NOR: 4 / 4 / 3.162
other: 1 / 2 / 0.4514
flip-flops: 22 / 22 / 66.27
multiplexers: 16 / 16 / 25.30
==> cell type report <==
class                           instances  share of cell area (%)
Clock buffer                            8                   7.668
Multi-Input combinational cell         22                   20.77
Sequential cell                        22                   46.86
Tap cell                               52                   5.538
Timing Repair Buffer                   23                   19.17
==> metrics by stage <==
stage | instances | util (%) | power [W]
global route | 127 | 26.62 | 0.001044
global placement | 119 | 24.57 | 0.0006345
detailed placement | 119 | 24.57 | 0.0006393
CTS | 127 | 26.62 | 0.0009962
finish | 127 | 26.62 | 0.0009779
floorplan | 48 | - | 0.0005252
Power is estimated from default activity; no workload was simulated.
