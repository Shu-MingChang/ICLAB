### flow/design.v
module BB(
    input clk,
    input rst_n,
    input in_valid,
    input [1:0] inning,    
    input half,            
    input [2:0] action,    
    output reg out_valid,   
    output reg [7:0] score_A,   
    output reg [7:0] score_B,   
    output reg [1:0] result     
);
reg [2:0] cs, ns;
reg [1:0] cout, nout;
reg [2:0] score;
reg [2:0] action_1;
reg in_one, half_1;
localparam NULL = 3'b000;
localparam ONE = 3'b001;
localparam TWO = 3'b010;
localparam ONETWO  = 3'b011;
localparam THREE  = 3'b100;
localparam ONETHREE  = 3'b101;
localparam TWOTHREE  = 3'b110;
localparam FULL  = 3'b111;
always @(posedge clk ) begin
 in_one <= in_valid;
end
always @(posedge clk ) begin
 if (in_valid ==1) begin
        half_1 <= half;
    end
    else half_1 <= 0;
end
always @(posedge clk or negedge rst_n) begin
    if (!rst_n) begin
        action_1 <= 0;
    end
    else if (in_valid ==1) begin
        action_1 <= action;
    end
    else action_1 <= 0;
end
always @(posedge clk) begin
if (nout == 3) begin
        cs <= NULL;
    end 
    else begin
        cs <= ns;
    end
end
always @(posedge clk or negedge rst_n) begin
    if (!rst_n) begin
        cout <= 0;
    end
    else if (nout == 3) begin
        cout <= 0;
    end
    else begin
        cout <= nout;
    end
end
always @(*) begin
    if (in_one ==1) begin
        case (cs)
NULL: begin
    case (action_1)
        3'd0, 3'd1: begin  
            ns = ONE;
            nout = cout;
            score = 0;
        end
        3'd2: begin  
            ns = TWO;
            nout = cout;
            score = 0;
        end
        3'd3: begin  
            ns = THREE;
            nout = cout;
            score = 0;
        end
        3'd4: begin  
            ns = NULL;
            nout = cout;
            score = 1;
        end
        default: begin  
            ns = NULL;
            nout = cout + 1;
            score = 0;
        end
    endcase
end
ONE: begin
    case (action_1)
        3'd0: begin  
            ns = ONETWO;
            nout = cout;
            score = 0;
        end
        3'd1: begin  
            ns = (cout == 2'd2) ? ONETHREE : ONETWO;
            nout = cout;
            score = 0;
        end
        3'd2: begin  
            ns = (cout == 2'd2) ? TWO : TWOTHREE;
            nout = cout;
            score = (cout == 2'd2) ? 1 : 0;
        end
        3'd3: begin  
            ns = THREE;
            nout = cout;
            score = 1;
        end
        3'd4: begin  
            ns = NULL;
            nout = cout;
            score = 2;
        end
        3'd5: begin  
            ns = TWO;
            nout = cout + 1; 
            score = 0;
        end
        3'd6, 3'd7: begin 
            ns = (action_1 == 3'd6) ? (cout == 2'd2 ? cs : NULL) : cs;
            nout = (action_1 == 3'd6) ? (cout == 2'd2 ? cout + 1 : cout + 2) : cout + 1; 
            if (action_1 == 3'd6 && cout == 2'd1) nout = 3; 
            score = 0;
        end
        default: begin
            ns = cs;
            nout = cout;
            score = 0;
        end
    endcase
end
        TWO: begin        
    case (action_1)
        3'd0: begin  
            ns = ONETWO;
            nout = cout;
            score = 0;
        end
        3'd1: begin  
            ns = (cout == 2'd2) ? ONE : ONETHREE;
            nout = cout;
            score = (cout == 2'd2) ? 1 : 0;
        end
        3'd2: begin  
            ns = cs;
            nout = cout;
            score = 1;                             
        end
        3'd3: begin  
            ns = THREE;
            nout = cout;
            score = 1;
        end
        3'd4: begin  
            ns = NULL;
            nout = cout;
            score = 2;
        end
        3'd5: begin  
            ns = THREE;
            nout = cout + 1;
            score = 0;
        end
        3'd6: begin  
            if (cout == 2'd2) begin
                ns = cs;
            end else begin
                ns = THREE;
            end
            nout = cout + 1;
            score = 0;
        end
        3'd7: begin  
            ns = cs;
            nout = cout + 1;
            score = 0;
        end
        default: begin
            ns = cs;
            nout = cout;
            score = 0;
        end
    endcase
end
ONETWO: begin 
    case (action_1)
        3'd0: begin  
            ns = FULL;
            nout = cout;
            score = 0;
        end
        3'd1: begin  
            ns = (cout == 2'd2) ? ONETHREE : FULL;
            nout = cout;
            score = (cout == 2'd2) ? 1 : 0;
        end
        3'd2: begin  
            ns = (cout == 2'd2) ? TWO : TWOTHREE;
            nout = cout;
            score = (cout == 2'd2) ? 2 : 1;
        end
        3'd3: begin  
            ns = THREE;
            nout = cout;
            score = 2;
        end
        3'd4: begin  
            ns = NULL;
            nout = cout;
            score = 3;
        end
        3'd5: begin  
            ns = TWOTHREE;
            nout = cout + 1;
            score = 0;
        end
        3'd6: begin  
            if (cout == 2'd2) begin
                ns = cs;
                nout = cout + 1;
                score = 0;
            end else begin
                ns = (cout == 2'd1) ? THREE : THREE;
                nout = cout + 2;
                score = 0;
            end
        end
        3'd7: begin  
            ns = cs;
            nout = cout + 1;
            score = 0;
        end
        default: begin
            ns = cs;
            nout = cout;
            score = 0;
        end
    endcase
end
THREE: begin  
    case (action_1)
        3'd0: begin  
            ns = ONETHREE;
            nout = cout;
            score = 0;
        end
        3'd1: begin  
            ns = ONE;
            nout = cout;
            score = 1;       
        end
        3'd2: begin  
            ns = TWO;
            nout = cout;
            score = 1;                         
        end
        3'd3: begin  
            ns = THREE;
            nout = cout;
            score = 1;
        end
        3'd4: begin  
            ns = NULL;
            nout = cout;
            score = 2;
        end
        3'd5: begin  
            ns = NULL;
            nout = cout + 1;
            score = 1;
        end
        3'd6, 3'd7: begin  
            if (cout == 2'd2) begin
                ns = cs;
                nout = cout + 1;
                score = 0;
            end else begin
                ns = NULL;
                nout = cout + 1;
                score = 1;
            end
        end
        default: begin
            ns = cs;
            nout = cout;
            score = 0;
        end
    endcase
end
ONETHREE: begin 
    case (action_1)
        3'd0: begin  
            ns = FULL;
            nout = cout;
            score = 0;
        end
        3'd1: begin  
            ns = (cout == 2'd2) ? cs : ONETWO;
            nout = cout;
            score = 1;
        end
        3'd2: begin  
            ns = (cout == 2'd2) ? TWO : TWOTHREE;
            nout = cout;
            score = (cout == 2'd2) ? 2 : 1;
        end
        3'd3: begin  
            ns = THREE;
            nout = cout;
            score = 2;
        end
        3'd4: begin  
            ns = NULL;
            nout = cout;
            score = 3;
        end
        3'd5: begin  
            ns = TWO;
            nout = cout + 1;
            score = 1;
        end
        3'd6: begin  
            if (cout == 2'd2) begin
                ns = cs;
                nout = cout + 1;
                score = 0;
            end else if (cout == 2'd1) begin
                ns = THREE;
                nout = 3;
                score = 0;
            end else begin
                ns = NULL;
                nout = 2;
                score = 1;
            end
        end
        3'd7: begin  
            if (cout == 2'd2) begin
                ns = cs;
                nout = cout + 1;
                score = 0;
            end else begin
                ns = ONE;
                nout = cout + 1;
                score = 1;
            end
        end
        default: begin
            ns = cs;
            nout = cout;
            score = 0;
        end
    endcase
end
TWOTHREE: begin 
    case (action_1)
        3'd0: begin  
            ns = FULL;
            nout = cout;
            score = 0;
        end
        3'd1: begin  
            ns = (cout == 2'd2) ? ONE : ONETHREE;
            nout = cout;
            score = (cout == 2'd2) ? 2 : 1;
        end
        3'd2: begin  
            ns = TWO;
            nout = cout;
            score = 2;                         
        end
        3'd3: begin  
            ns = THREE;
            nout = cout;
            score = 2;
        end
        3'd4: begin  
            ns = NULL;
            nout = cout;
            score = 3;
        end
        3'd5: begin  
            ns = THREE;
            nout = cout + 1;
            score = 1;
        end
        3'd6: begin  
            ns = (cout == 2'd2) ? cs : THREE;
            nout = cout + 1;
            score = (cout == 2'd2) ? 0 : 1;
        end
        3'd7: begin  
            ns = (cout == 2'd2) ? cs : TWO;
            nout = cout + 1;
            score = (cout == 2'd2) ? 0 : 1;
        end
        default: begin
            ns = cs;
            nout = cout;
            score = 0;
        end
    endcase
end
FULL: begin
    case (action_1)
        3'd0: begin  
            ns = cs;
            nout = cout;
            score = 1;
        end
        3'd1: begin  
            ns = (cout == 2'd2) ? ONETHREE : cs;
            nout = cout;
            score = (cout == 2'd2) ? 2 : 1;
        end
        3'd2: begin  
            ns = (cout == 2'd2) ? TWO : TWOTHREE;
            nout = cout;
            score = (cout == 2'd2) ? 3 : 2;
        end
        3'd3: begin  
            ns = THREE;
            nout = cout;
            score = 3;
        end
        3'd4: begin  
            ns = NULL;
            nout = cout;
            score = 4;
        end
        3'd5: begin  
            ns = TWOTHREE;
            nout = cout + 1;
            score = 1;
        end
        3'd6: begin  
            case (cout)
                2'd2: begin
                    ns = cs;
                    nout = cout + 1;
                    score = 0;
                end
                2'd1: begin
                    ns = TWOTHREE;
                    nout = cout + 2;
                    score = 0;
                end
                default: begin
                    ns = THREE;
                    nout = cout + 2;
                    score = 1;
                end
            endcase
        end
        3'd7: begin  
            ns = (cout == 2'd2) ? cs : ONETWO;
            nout = cout + 1;
            score = (cout == 2'd2) ? 0 : 1;
        end
        default: begin
            ns = cs;
            nout = cout;
            score = 0;
        end
    endcase
end
        default: begin
            ns = NULL;
            nout = cout;
            score = 0;
        end
        endcase
    end
    else begin
        ns = NULL;
            nout = cout;
            score = 0;
    end
end
reg lock_score_BB; 
always @(posedge clk or negedge rst_n) begin
    if (!rst_n) begin
        out_valid <= 0;
    end
    else if (in_valid == 0 && in_one == 1)begin
        out_valid <= 1;
    end
    else begin
        out_valid <= 0;
    end
end
always @(posedge clk or negedge rst_n) begin
    if (!rst_n) begin
        score_A <= 0;
    end
    else if (in_one == 1 && half_1 == 0)begin 
        score_A <= score_A + score;
    end
    else if (half_1 == 1)begin 
        score_A <= score_A ;
    end
    else begin
        score_A <= 0;
    end
end
always @(posedge clk or negedge rst_n) begin
        if (!rst_n) begin
        score_B <= 0;
    end
 else if (in_one == 1) begin    
        if (half_1 == 1) begin
            if (!lock_score_BB) begin
                score_B <= score_B + score;
            end
            else begin
                score_B <= score_B;
            end
        end
        else if (half_1 == 0) begin
            if (inning == 3  && score_B > score_A) begin
                lock_score_BB <= 1; 
            end
            else begin
                lock_score_BB <= 0;
            end
        end
    end
    else begin
        score_B <= 0;
        lock_score_BB <= 0; 
    end
end
always @(posedge clk or negedge rst_n) begin
    if (!rst_n) begin
        result <= 0;
    end 
    else if (in_one == 1 && in_valid == 0 && score_A > score_B) result <= 0;
    else if (in_one == 1 && in_valid == 0 && score_A < score_B) result <= 1;
    else if (in_one == 1 && in_valid == 0 && score_A == score_B) result <= 2;
end
endmodule
### flow/run.sh
#!/bin/bash
# OpenROAD 26Q1-2900-gdf79404cd8, Yosys 0.63+post, stock flow scripts
make -C /OpenROAD-flow-scripts/flow DESIGN_CONFIG=/design/flow/config.mk WORK_HOME=/design/flow/orfs finish
### flow/config.mk
export PLATFORM = sky130hd
export DESIGN_NAME = BB
export DESIGN_NICKNAME = BB
export VERILOG_FILES = /design/flow/design.v
export SDC_FILE = /design/flow/constraint.sdc
export NUM_CORES = 4
export LEC_CHECK = 1
export CORE_UTILIZATION = 50
### flow/constraint.sdc
current_design BB

set clk_period 3.6
set clk_io_pct 0.2

create_clock -name clk0 -period $clk_period [get_ports {clk}]

set non_clock_inputs [all_inputs -no_clocks]
set_input_delay [expr $clk_period * $clk_io_pct] -clock clk0 $non_clock_inputs
set_output_delay [expr $clk_period * $clk_io_pct] -clock clk0 [all_outputs]
==> ci_impl_report.md <==
## Synthesis and layout report

| Metric | Value |
|---|---|
| Status | `finished, final reports clean` |
| Largest stage delay, worst path | `0.49 ns` |
| Fmax | `approximately 300 MHz` |
| Die X | `73.9 um` |
| Slowest stage cell on the critical path | `dfrtp_1` |
| Final wirelength | `slightly above 6000 um` |
| Initial antenna violation count | `0` |
| Top cells by count | `nand2_1, nor2_1, o21ai_0` |
| OpenROAD warning count | `30` |
| Largest delay share family, worst path | `AND-OR/OR-AND gates` |
| First-pass DRT Iterations | `4` |
| Worst-Margin Slew | `between 0.7 and 0.8 ns` |
| Initial DRC count | `approximately 230` |
| GRT overflow | `0` |
| Pre-CTS setup slack | `roughly 0.11 ns` |
| Final Skew | `approximately 0.0053 ns` |
| Main synth FF type | `dfrtp_1` |
| DRC viols | `0` |
| Yosys top cell by instances | `nand2_1` |
| Insertion Delay late pin | `a little under 0.3 ns` |
| Vias per std cell | `5.94` |
| Routability Congestion | `~0.88` |
| CP Max Fanout | `15` |
| Worst-path clk slew | `around 0.080 ns` |
| CTS HTree Levels | `2` |
| Ranking of synthesized cells by area | `dfrtp_1, ha_1, dfxtp_1` |
| DPL Wire Length | `~4300 um` |
| Cell Rows | `25` |
| Dominant cell area share | `approximately a quarter` |
| Netlist cell types | `57` |
| Max Slew Vio Count | `0` |
| Clk root buf | `clkbuf_8` |
| DRT antenna net count | `0` |
| Setup TNS | `0 ns` |
| Hold buffer count at cts | `0` |
| First-pass GRT wire length | `approximately 11000 um` |
| Total track usage | `approximately a quarter` |
| Chip height | `~74 um` |
| Init Core Util | `between 50% and 60%` |
| Crit path buffers/inverters | `1` |
| CTS tree | `done` |
| Post-DR wirelength/cell | `between 15 and 20 um` |
| Die area | `5460 um2` |
| Post-synth EDFFs | `1` |
| Pwr/cell area | `~420 nW/um2` |
| Crit-path cells | `inv_1, ha_2, or2_2, nor2_1, o31a_1, nor3_1, a31oi_1, ha_1, fa_1, a21oi_1, a211oi_1, nand3_1, xnor2_1, nor2_1` |
| Number of I/O port buffers | `27` |
| Synth warn | `1` |
| Post-synthesis register bit count | `35` |
| CTS max path bufs | `2` |
| Crit path DAT | `between 3 and 4 ns` |
| Vias | `2323` |
| Worst setup path class | `reg -> reg` |
| CP Capture Type | `register` |
| Final Setup Violations | `0` |
| RSZ-0062 raised after global routing | `false` |
| Synth area leader | `dfrtp_1` |
| Vias in the first global route | `around 2.1k` |
| Critical Path Source Type | `register` |
| Share of flip-flops with an asynchronous set or reset | `between 60 and 70%` |
| Class of the worst hold path | `reg -> reg` |
| Final WS setup | `around 0.30 ns` |
| Core Box Area | `roughly 4800 um2` |
| Synth Cell Area | `roughly 2600 um2` |
| Largest net degree at the start of global routing | `26` |
| Slew HR | `50.6%` |
| Yosys chip area | `2580 um2` |
| Clock period minus final worst setup slack | `approximately 3.3 ns` |
| Cells after Synth | `just over 300` |
| IO Count | `28` |
| Area Growth Syn to Fin | `16.5%` |
| FILL cells | `between 400 and 500` |
| Peak supply drop | `0.000423 V` |
| Layout cells sized above 1 | `under 10%` |
| Max-cap violations | `0` |
| N_diodes | `0` |
| Register area share after synthesis | `between 30% and 40%` |
| WP data required | `around 3.8 ns` |
| Post-CTS setup buffer count | `0` |
| Syn_area_per_cell | `8.52 um2` |
| Tcrit/Tclk final | `about nine tenths` |
| Final hold violation count | `0` |
| P_leak | `between 1 and 1.5 nW` |
| CTS Buf Count | `5` |
| Clock Sinks | `35` |
| Cell total in the yosys stat output | `303` |
| Crit-path most repeated cell | `nor2_1` |
worst reg2reg max path, cell delays in order, from the launching register on:
cell	delay, ns
dfrtp_1	0.49
inv_1	0.14
ha_2	0.31
or2_2	0.38
nor2_1	0.17
o31a_1	0.13
nor3_1	0.04
a31oi_1	0.24
ha_1	0.25
fa_1	0.22
a21oi_1	0.07
a211oi_1	0.38
nand3_1	0.15
xnor2_1	0.16
nor2_1	0.05
cell families (layout without fill, tap and decap cells):
logic type,after synthesis,after routing,synth area share (%)
adder cells (fa/ha/maj),20,20,10.3
XOR/XNOR,7,7,2.37
buffers and inverters,36,57,6.83
multiplexers,6,6,2.33
flip-flops,35,35,32.2
AND/OR/NAND/NOR,109,109,21.3
AND-OR/OR-AND,90,90,24.8
worst paths after layout:
path / from / to / slack [ns] / cells after the start
max in group asynchronous: rst_n / cout[1]$_DFF_PN0_ / 2.55 / 2
worst min-delay path: result[0]$_DFFE_PN0P_ / result[0]$_DFFE_PN0P_ / 0.48 / 2
worst max register to register: cout[0]$_DFF_PN0_ / score_B[6]$_DFFE_PN0P_ / 0.30 / 14
worst min register to register: result[0]$_DFFE_PN0P_ / result[0]$_DFFE_PN0P_ / 0.48 / 2
worst max-delay path: cout[0]$_DFF_PN0_ / score_B[6]$_DFFE_PN0P_ / 0.30 / 14
min in group asynchronous: rst_n / score_A[2]$_DFFE_PN0P_ / 0.80 / 2
metal layers:
layer  vias up  track usage (%)  wire length [um]
li1       1133                -                 -
met1      1078             43.6              3060
met2       105             36.8              2520
met3         7             4.85               477
met4         0             1.92                64
met5         -                0                 0
state kept, by name (all words and copies together) (netlist names):
signal,flops
half_1,1
action_1,3
lock_score_BB,1
cout,2
score_A,8
in_one,1
score_B,8
cs,8
result,2
out_valid,1
stage by stage:
step	util, %	cells	hold WS, ns	area [um2]	power [mW]
5_1_grt	62.0	391	0.522	3010	1.34
4_1_cts	61.8	391	0.487	2990	1.27
3_5_place_dp	59.0	383	0.470	2860	0.839
6_report	62.0	391	0.484	3010	1.27
2_1_floorplan	-	303	0.424	2580	0.730
3_3_place_gp	59.0	383	0.472	2860	0.840
layout make-up:
type / count / area, um2 / area share (%)
Clock buffer: 6 / 72.6 / 2.41
Clock inverter: 2 / 60.1 / 2.00
Inverter: 17 / 63.8 / 2.12
Multi-Input combinational cell: 232 / 1590 / 52.8
Sequential cell: 35 / 831 / 27.6
Tap cell: 67 / 83.8 / 2.79
Timing Repair Buffer: 32 / 308 / 10.2
cells in the final DEF (no fill, tap or decap), types with 6 or more instances in the layout:
master | netlist | routed
a21oi_1 | 18 | 18
clkdlybuf4s50_1 | 0 | 27
dfrtp_1 | 24 | 24
dfxtp_1 | 10 | 10
ha_1 | 18 | 17
inv_1 | 17 | 17
mux2i_1 | 6 | 6
nand2_1 | 31 | 31
nand3_1 | 9 | 9
nor2_1 | 26 | 26
nor2b_1 | 8 | 8
nor3_1 | 8 | 8
o21ai_0 | 25 | 25
xnor2_1 | 6 | 6
report_power, final:
group	internal [mW]	leakage, nW	switching [mW]
logic	0.163	0.747	0.183
registers	0.427	0.417	0.0700
clock network	0.277	0.0654	0.152
total	0.867	1.23	0.405
repair_timing:
action,in CTS,in global routing
setup endpoints to repair,0,8
hold endpoints to repair,0,0
resized,0,3
No activity file was given, so power comes from the tool's default toggle rates.
